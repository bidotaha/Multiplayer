## /design/flow/constraint.sdc

```tcl
current_design top_level_8x8

set clk_period 10.7
set clk_io_pct 0.2

create_clock -name clk0 -period $clk_period [get_ports {clk}]

set non_clock_inputs [all_inputs -no_clocks]
set_input_delay [expr $clk_period * $clk_io_pct] -clock clk0 $non_clock_inputs
set_output_delay [expr $clk_period * $clk_io_pct] -clock clk0 [all_outputs]
```

## /design/flow/design.v

```verilog
module top_level_8x8 ( output [15:0] product8x8_out,
                       output done_flag,
                       output seg_a,seg_b,seg_c,seg_d,seg_e,seg_f,seg_g,
                       input [7:0] dataa,datab,
                       input start,reset_a,clk);
wire [3:0] aout,bout;
wire [1:0] sel;
wire [7:0] product;
wire [15:0] shift_out;
wire [1:0] shift;
wire [15:0] sum;
wire sclr_n,clk_ena;
wire [1:0] count;
wire [2:0] state_out;
mux4 w1 (aout,dataa[3:0],dataa[7:4],sel[1]);
mux4 w2 (bout,datab[3:0],datab[7:4],sel[0]);
multi4x4 w3 (product,aout,bout);
shifter w4 (shift_out,product,shift);
adder_16 w5 (sum,shift_out,product8x8_out);
reg16 w6 (product8x8_out,sum,clk,sclr_n,clk_ena);
counter w7 (count,clk,~start);
seven_segment7_cntrl w8 (seg_a,seg_b,seg_c,seg_d,seg_e,seg_f,seg_g,state_out);
mult_control w9 (sel,shift,state_out,done_flag,clk_ena,sclr_n,clk,reset_a,start,count);
endmodule
module top_level_8x8_ts ();
wire [15:0] product8x8_out;
wire done_flag;
wire seg_a,seg_b,seg_c,seg_d,seg_e,seg_f,seg_g;
reg [7:0] dataa,datab;
reg start,reset_a,clk;
top_level_8x8 u (product8x8_out,done_flag,seg_a,seg_b,seg_c,seg_d,seg_e,seg_f,seg_g,dataa,datab,start,reset_a,clk);
initial
begin
$monitor ("A=%d  B=%d out=%d done=%b",dataa,datab,product8x8_out,done_flag); 
end
initial
begin
clk = 0;
repeat (100) #5 clk = ~clk;
end
initial
begin
reset_a = 0;
#10 reset_a = 1;
end
initial
begin
dataa = 0;
datab = 0;
#30 dataa = 8'b00011101; datab = 8'b00000111;
end
initial
begin
start = 0;
repeat (20) #15 start = ~start;
end
endmodule
module mult_control ( output reg [1:0] input_sel,shift_sel,
                      output reg[2:0] state_out,
                      output reg done,clk_ena,sclr_n,
                      input clk,reset_a,start,
                      input [1:0] count);
parameter IDLE=3'b000,LSB=3'b001,MID=3'b010,MSB=3'b011,CALC_DONE=3'b100,ERR=3'b101;
reg [2:0] c_s,n_s;
always @ (posedge clk)
begin
if (reset_a) c_s <= n_s;
else c_s = IDLE;
end
always@(*)
begin
casex (c_s)
IDLE      : if (start==0) begin 
                          n_s=IDLE; 
                          input_sel=2'bxx; 
                          shift_sel=2'bxx; 
                          done=0; 
                          clk_ena=0; 
                          sclr_n=1; 
                          end
            else if (start==1) begin 
                               n_s=LSB; 
                               input_sel=2'bxx; 
                               shift_sel=2'bxx; 
                               done=0; 
                               clk_ena=1; 
                               sclr_n=0; 
                               end
LSB       : if (start==0 && count==0) begin 
                                      n_s=MID; 
                                      input_sel=2'b00; 
                                      shift_sel=2'b00; 
                                      done=0; 
                                      clk_ena=1; 
                                      sclr_n=1; 
                                      end
            else begin 
                 n_s=ERR; 
                 input_sel=2'bxx; 
                 shift_sel=2'bxx; 
                 done=0; 
                 clk_ena=0; 
                 sclr_n=1;
                 end
MID       : if (start==0 && count==2'b01) begin 
                                       n_s=MID; 
                                       input_sel=2'b01; 
                                       shift_sel=2'b01;
                                       done=0; 
                                       clk_ena=1;
                                       sclr_n=1;
                                       end
            else if (start==0 && count==2'b10) begin 
                                            n_s=MSB;
                                            input_sel=2'b10;
                                            shift_sel=2'b01; 
                                            done=0; 
                                            clk_ena=1;
                                            sclr_n=1;
                                            end
            else begin 
                 n_s=ERR; 
                 input_sel=2'bxx;
                 shift_sel=2'bxx; 
                 done=0;
                 clk_ena=0;
                 sclr_n=1;
                 end
MSB       : if (start==0 && count==2'b11) begin 
                                       n_s=CALC_DONE;
                                       input_sel=2'b11;
                                       shift_sel=2'b10; 
                                       done=0;
                                       clk_ena=1;
                                       sclr_n=1;
                                       end
            else begin 
                 n_s=ERR;
                 input_sel=2'bxx; 
                 shift_sel=2'bxx; 
                 done=0;
                 clk_ena=0;
                 sclr_n=1;
                 end
CALC_DONE : if (start==0) begin 
                          n_s=IDLE; 
                          input_sel=2'bxx;
                          shift_sel=2'bxx; 
                          done=1; 
                          clk_ena=0; 
                          sclr_n=1;
                          end
            else if (start==1) begin 
                               n_s=ERR;
                               input_sel=2'bxx; 
                               shift_sel=2'bxx;
                               done=0; 
                               clk_ena=0;
                               sclr_n=1;
                               end
ERR       : if (start==0) begin 
                          n_s=ERR; 
                          input_sel=2'bxx;
                          shift_sel=2'bxx;
                          done=0; 
                          clk_ena=0;
                          sclr_n=1;
                          end
            else if (start==1) begin 
                               n_s=LSB; 
                               input_sel=2'bxx; 
                               shift_sel=2'bxx; 
                               done=0; 
                               clk_ena=1; 
                               sclr_n=0;
                               end
default   : n_s=IDLE;
endcase
end
always@(c_s)
begin
case (c_s)  
IDLE      : state_out = 3'b000; 
LSB       : state_out = 3'b001; 
MID       : state_out = 3'b010; 
MSB       : state_out = 3'b011; 
CALC_DONE : state_out = 3'b100; 
ERR       : state_out = 3'b101;
endcase
end
endmodule     
module adder_16 ( output [15:0]sum,
                 input [15:0]A,B );
assign sum = A + B ;
endmodule
module adder_16_ts ();
reg [15:0] A,B;
wire [15:0] sum;
adder_16 k (sum,A,B);
initial
begin
$monitor (" %d %d %d ",A,B,sum);
#5 A=16'b1000100100111; B=16'b1101001010100;
#5 A=16'b0111111111111; B=16'b0111111111111;
end 
endmodule 
module multi4x4 ( output [7:0]product,
                  input [3:0] dataa,datab);
assign product = dataa * datab;
endmodule 
module multi4x4_ts ();
reg [3:0] dataa,datab;
wire [7:0] product;
multi4x4 l (product,dataa,datab);
initial
begin
#5 dataa=4'b1111; datab=4'b1111;
end 
endmodule 
module mux4 ( output reg [3:0]muxout,
              input [3:0] mux_in_a,mux_in_b,
              input mux_sel);
always@(*)
begin
if (mux_sel == 0) muxout = mux_in_a;
else if (mux_sel == 1) muxout = mux_in_b;
end
endmodule 
module mux4_ts();
reg [3:0] A,B;
reg Sel;
wire [3:0]out;
mux4 p(out,A,B,Sel);
initial
begin
Sel = 1'b0;
A = 4'b0;
B = 4'b0;
$monitor ("A = %d B = %d S = %b out = %d",A,B,Sel,out); 
#10 Sel = 0; A = 10; B = 11;
#10 Sel = 0; A = 12; B = 8;
#10 Sel = 1; A = 1; B = 7;
#10 Sel = 1; A = 2; B = 4;
end
endmodule 
module shifter ( output reg [15:0] shift_out,
                 input [7:0] inp,
                 input [1:0] shift_cntrl);
always@(*)
begin
case (shift_cntrl)
2'b00,2'b11 : shift_out = {8'b0,inp};
2'b01 : shift_out = {inp,4'b0};
2'b10 : shift_out = {inp,8'b0};
endcase
end
endmodule
module shifter_ts ();
reg [7:0] inp;
reg [1:0] cn;
wire [15:0] out;
shifter w (out,inp,cn);
initial
begin
inp = 8'b0;
cn = 2'b0;
$monitor ("in = %b  cn = %b  out = %b",inp,cn,out);
#10 inp = 8'b11110000; cn = 0;
#10 inp = 8'b00001111; cn = 1;
#10 inp = 8'b11001100; cn = 2;
#10 inp = 8'b10000000; cn = 3;
end
endmodule 
module seven_segment7_cntrl (output reg seg_a,seg_b,seg_c,seg_d,seg_e,seg_f,seg_g,
                             input [2:0] inp);
always @(*)
begin
case (inp)
3'b000 : begin seg_a=1; seg_b=1; seg_c=1; seg_d=1; seg_e=1; seg_f=1; seg_g=0; end
3'b001 : begin seg_a=0; seg_b=1; seg_c=1; seg_d=0; seg_e=0; seg_f=0; seg_g=0; end
3'b010 : begin seg_a=1; seg_b=1; seg_c=0; seg_d=1; seg_e=1; seg_f=0; seg_g=1; end
3'b011 : begin seg_a=1; seg_b=1; seg_c=1; seg_d=1; seg_e=0; seg_f=0; seg_g=1; end 
default : begin seg_a=1; seg_b=0; seg_c=0; seg_d=1; seg_e=1; seg_f=1; seg_g=1; end
endcase
end
endmodule
module seven_segment7_cntrl_ts ();
reg [2:0] inp;
wire a,b,c,d,e,f,g;
seven_segment7_cntrl j (a,b,c,d,e,f,g,inp);
initial
begin
#5 inp = 1;
#5 inp = 4;
#5 inp = 5;
#5 inp = 7;
end
endmodule
module reg16 ( output reg [15:0] reg_out,
               input [15:0] datain,
               input clk,sclr_n,clk_ena);
always@(posedge clk)
begin
        if (clk_ena==1 && sclr_n==0) 
        begin
              reg_out <= 16'b0;  
        end 
        else if (clk_ena==1 && sclr_n==1) 
        begin
              reg_out <= datain;      
        end
end
endmodule
module reg16_tb();
reg clk;
reg sclr_n;
reg clk_ena;
reg [15:0] datain;
wire [15:0] reg_out;
reg16 r(reg_out,datain,clk,sclr_n,clk_ena);
initial
begin
clk = 0;
repeat(20) #5 clk = ~clk;  
end
initial 
begin
sclr_n = 0; 
clk_ena = 0; 
datain = 16'b0000;
$monitor ("clk=%b clk_ena=%b sclr_n=%b in=%b out=%b",clk,clk_ena,sclr_n,datain,reg_out);
#10 datain = 16'b1111111111100101; clk_ena = 1; sclr_n = 0;
#10 datain = 16'b1001101001111101; clk_ena = 1; sclr_n = 1;
#10 datain = 16'b1001101000000000; clk_ena = 1; sclr_n = 0;
#10 datain = 16'b1111111001100101; clk_ena = 1; sclr_n = 1;
#10 datain = 16'b1111111111100101; clk_ena = 1; sclr_n = 0;
#10 datain = 16'b1001101001111101; clk_ena = 1; sclr_n = 1;
end
endmodule
module counter ( output reg [1:0] count_out, 
                 input clk,       
                 input aclr_n);
always @(posedge clk , negedge aclr_n) 
begin
    if (!aclr_n)          
        count_out <= 2'b00;       
    else
        count_out <= count_out + 1;      
end
endmodule
module counter_ts();
reg clk;           
reg aclr_n;          
wire [1:0] count_out;        
counter u(count_out,clk,aclr_n);
initial
begin
clk = 0;
repeat(20) #5 clk = ~clk;  
end
initial 
begin
aclr_n = 1;       
#7 aclr_n = 0;    
#5 aclr_n = 1;    
#7 aclr_n = 0;
#5 aclr_n = 1;
end
initial
begin
$monitor("clk=%b  aclr_n=%b  count_out=%b",clk,aclr_n,count_out);
end
endmodule
```

## /design/flow/config.mk

```make
export PLATFORM = sky130hd
export DESIGN_NAME = top_level_8x8
export DESIGN_NICKNAME = top_level_8x8
export VERILOG_FILES = /design/flow/design.v
export SDC_FILE = /design/flow/constraint.sdc
export NUM_CORES = 4
export LEC_CHECK = 1
export CORE_UTILIZATION = 30
```

## /design/flow/run.sh

```bash
#!/bin/bash
# OpenROAD 26Q1-2900-gdf79404cd8, Yosys 0.63+post, stock flow scripts
make -C /OpenROAD-flow-scripts/flow DESIGN_CONFIG=/design/flow/config.mk WORK_HOME=/design/flow/orfs finish
```

==> metrics.txt <==
# HELP chip_impl_metric Metrics from one implementation run
# TYPE chip_impl_metric gauge
chip_impl_info{name="outcome",value="finished clean"} 1
chip_impl_metric{name="flip_flops_with_a_built_in_enable",unit=""} 0
chip_impl_metric{name="period_minus_slack",unit="ps"} 6880
chip_impl_metric{name="yosys_warnings",unit=""} 6
chip_impl_metric{name="core_box_area",unit="mm2"} 0.00830
chip_impl_metric{name="largest_net_degree_at_the_start_of_global_routing",unit=""} 18
chip_impl_metric{name="cts_post_setup_buffers_inserted",unit=""} 0
chip_impl_metric{name="drt.antenna.violating_nets",unit=""} 0
chip_impl_metric{name="die_w",unit="um"} 95.1
chip_impl_metric{name="detail_route.wl_per_cell",unit="um"} 13.3
chip_impl_metric{name="drt_first_pass_iters",unit=""} 4
chip_impl_metric{name="yosysUniqueCellTypes",unit=""} 61
chip_impl_metric{name="synth_cells",unit=""} 311
chip_impl_metric{name="yosys_cells",unit=""} 311
chip_impl_metric{name="cts_inserted_buffers",unit=""} 3
chip_impl_metric{name="grt_usage",unit="%"} 14.1
chip_impl_metric{name="share_seq_of_total_power",unit="%"} 33.2
chip_impl_metric{name="synthesized_area_per_cell",unit="um2"} 8.36
chip_impl_metric{name="cts_repair_resize_count",unit=""} 0
chip_impl_metric{name="viasPerCell",unit=""} 5.19
chip_impl_info{name="worstReg2RegStart",value="w6.reg_out[0]$_SDFFE_PP0P_"} 1
chip_impl_metric{name="clock_pin_slew_on_the_worst_setup_and_hold_paths",unit="ps"} 100
chip_impl_metric{name="slew_headroom",unit="%"} 62.1
chip_impl_metric{name="instances_no_fill",unit=""} 456
chip_impl_metric{name="detailed_place_hpwl",unit="um"} 4920
chip_impl_metric{name="fin_crit_sh",unit="%"} 64.3
chip_impl_info{name="cts_root_buffer",value="clkbuf_8"} 1
chip_impl_metric{name="dr.first_iter.drc_count",unit=""} 98
chip_impl_metric{name="htree_levels",unit=""} 1
chip_impl_metric{name="first_global_vias",unit=""} 2203
chip_impl_metric{name="worstPathRequired",unit="ps"} 10870
chip_impl_metric{name="gp_congestion",unit=""} 0.948
chip_impl_metric{name="number_of_core_rows",unit=""} 33
chip_impl_metric{name="synth-async-reset-ratio",unit="%"} 5.88
chip_impl_metric{name="synthToLayoutAreaGrowth",unit="%"} 22.5
chip_impl_metric{name="vdd_ir_drop_max",unit="mV"} 0.0583
chip_impl_metric{name="finalClockSkew",unit="ps"} 11.3
chip_impl_info{name="setup.worst_path.start_class",value="primary input"} 1
chip_impl_metric{name="wire_length_of_the_first_global_routing_pass",unit="um"} 9910
chip_impl_metric{name="final_layout_size_suffix_gt1_share",unit="%"} 7.41
chip_impl_info{name="setup.worst_path.start",value="dataa[4]"} 1
chip_impl_metric{name="maxSlewViolCount",unit=""} 0
chip_impl_metric{name="synthesis.area",unit="mm2"} 0.00260
chip_impl_metric{name="final_util",unit="%"} 38.4
chip_impl_metric{name="clock_insertion_delay_worst_skew",unit="ps"} 270
chip_impl_metric{name="timing_worst_slew_pin_value",unit="ps"} 568
chip_impl_metric{name="crit_path_max_fanout",unit=""} 6
chip_impl_metric{name="timing_hold_violations_final",unit=""} 0
chip_impl_metric{name="power_per_cell_area",unit="mW/mm2"} 112
chip_impl_metric{name="yosysChipArea",unit="mm2"} 0.00260
chip_impl_metric{name="die_height",unit="um"} 95.1
chip_impl_info{name="setup.worst_path.end_class",value="flop"} 1
chip_impl_metric{name="timing.max_cap.violations",unit=""} 0
chip_impl_metric{name="via_count",unit=""} 2367
chip_impl_metric{name="unclocked_regs",unit=""} 10
chip_impl_metric{name="clkPwrFrac",unit="%"} 17.9
chip_impl_metric{name="holdBufCountCts",unit=""} 0
chip_impl_metric{name="num_antenna_cells",unit=""} 0
chip_impl_metric{name="drt_wl_total",unit="um"} 6060
chip_impl_info{name="hp-start",value="w9.c_s[0]$_DFF_P_"} 1
chip_impl_metric{name="synth-seq-cells",unit=""} 34
chip_impl_metric{name="overflow",unit=""} 0
chip_impl_metric{name="total_leakage_power",unit="nW"} 1.33
chip_impl_metric{name="switching_power",unit="uW"} 129
chip_impl_metric{name="timing.critical_path.arrival",unit="ps"} 7040
chip_impl_info{name="cts_tree",value="built"} 1
chip_impl_metric{name="die_area",unit="mm2"} 0.00904
chip_impl_metric{name="dpl.cell_count",unit=""} 452
chip_impl_metric{name="internal_power",unit="uW"} 229
chip_impl_metric{name="io_pins",unit=""} 43
chip_impl_info{name="postSynth.topFlopCell",value="dfxtp_1"} 1
chip_impl_metric{name="p_sw_share",unit="%"} 36.1
chip_impl_metric{name="combPwrFrac",unit="%"} 48.9
chip_impl_metric{name="port_buffers",unit=""} 42
chip_impl_info{name="path_type_of_the_worst_min_delay_path",value="reg -> reg"} 1
chip_impl_metric{name="max-clock-path-buffers",unit=""} 2
chip_impl_metric{name="fmax",unit="MHz"} 145
chip_impl_metric{name="tool_warnings",unit=""} 29
chip_impl_metric{name="initial_core_util",unit="%"} 31.3
chip_impl_metric{name="residual_drc_count",unit=""} 0
chip_impl_metric{name="fin_tns_setup",unit="ps"} 0
chip_impl_metric{name="untimed_endpoints",unit=""} 18
chip_impl_metric{name="grt_antenna_before_repair",unit=""} 0
chip_impl_info{name="criticalPathCategory",value="in -> reg"} 1
chip_impl_metric{name="finalSetupViolations",unit=""} 0
chip_impl_info{name="setup_repair_after_global_routing_missed_its_margin",value="no"} 1
[per-layer routing]
layer	GRT usage [%]	vias up	part of all wire, %
met3	2.35	10	5.3
li1	-	1210	-
met1	20.9	1083	47
met4	3.54	0	2.6
met5	0	-	0
met2	21.5	64	45
[power groups by stage]
stage,Clock [mW],Sequential [mW],Combinational (mW)
final,0.0640,0.119,0.175
after global routing,0.0709,0.121,0.195
after CTS,0.0668,0.119,0.176
[area by class of cell]
cell class	count	area (um2)
Sequential cell	34	641
Clock buffer	4	55.1
Inverter	22	82.6
Tap cell	105	131
Multi-Input combinational cell	248	1850
Timing Repair Buffer	43	428
Fill cell	819	5110
[state kept, by name (all words and copies together), names as in the netlist]
name / flops
w9.sclr_n: 1
w9.c_s: 6
w9.input_sel: 2
w6.reg_out: 16
w9.clk_ena: 1
w9.shift_sel: 2
w9.done: 1
w9.state_out: 3
w7.count_out: 2
[worst max-delay path: stages]
cell and delay [ps]:
clkdlybuf4s50_1 450, mux2i_1 170, or2_2 360, fa_1 540, inv_1 50, fa_1 490
ha_1 320, a211oi_1 240, nor2_1 100, o21a_1 170, nor2_1 110, xor2_1 210
o21ai_0 110, ha_1 350, a21o_1 200, a21oi_1 140, nor2b_1 60, o21ai_1 300
a2111oi_0 160, or3b_1 360
[path summary, 6_finish.rpt]
check / to / slack, ps / cells past startpoint
setup / recovery: w6.reg_out[12]$_SDFFE_PP0P_ / 3820 / 20
hold / removal: w9.c_s[3]$_DFF_P_ / 490 / 1
setup reg to reg: w6.reg_out[12]$_SDFFE_PP0P_ / 8380 / 9
hold reg to reg: w9.c_s[3]$_DFF_P_ / 490 / 1
max in group asynchronous: w7.count_out[0]$_DFF_PP0_ / 8320 / 2
min in group asynchronous: w7.count_out[1]$_DFF_PP0_ / 2240 / 2
[synthesized netlist by cell type, types with 3 or more instances]
| cell type | number | area (um2) |
|---|---|---|
| a21o_1 | 5 | 37.5 |
| a21oi_1 | 17 | 85.1 |
| a22o_1 | 5 | 43.8 |
| and3_1 | 4 | 25.0 |
| clkbuf_1 | 6 | 22.5 |
| dfxtp_1 | 22 | 440 |
| dlxtn_1 | 10 | 150 |
| fa_1 | 5 | 100 |
| ha_1 | 33 | 413 |
| inv_1 | 20 | 75.1 |
| mux2i_1 | 11 | 110 |
| nand2_1 | 24 | 90.1 |
| nand3_1 | 7 | 35.0 |
| nand3b_1 | 3 | 22.5 |
| nand4_1 | 3 | 18.8 |
| nor2_1 | 31 | 116 |
| nor2b_1 | 7 | 43.8 |
| nor3_1 | 6 | 30.0 |
| o21ai_0 | 16 | 80.1 |
| o21ai_1 | 5 | 25.0 |
| o32ai_1 | 3 | 26.3 |
| or2_2 | 7 | 43.8 |
| or3_1 | 4 | 25.0 |
| xnor2_1 | 5 | 43.8 |
| xor2_1 | 6 | 52.6 |
[through the flow]
stage | cell area [um2] | setup slack, ps | power [mW] | hold WS (ps)
6_report | 3180 | 3820 | 0.358 | 490
5_1_grt | 3180 | 3490 | 0.387 | 520
4_1_cts | 3180 | 3820 | 0.362 | 495
3_5_place_dp | 3130 | 3540 | 0.296 | 474
3_3_place_gp | 3130 | 3650 | 0.296 | 461
2_1_floorplan | 2600 | 4380 | 0.238 | 426
[kinds of logic after synthesis]
kind of cell	count (synthesis)	share of synthesized area, %
AND/OR/NAND/NOR	105	20.0
AND-OR/OR-AND	83	23.3
adder cells (fa/ha/maj)	38	19.7
buffers and inverters	29	4.33
flip-flops	24	18.9
XOR/XNOR	11	3.71
multiplexers	11	4.24
latches	10	5.77
[placed cells by master (no fill, tap or decap), types with 2 or more instances in the layout]
cell type,count
a211oi_2,2
dfxtp_1,22
or3_1,4
xor2_1,6
mux2i_1,11
nand3_1,7
o21ai_1,5
ha_1,33
inv_1,20
o211ai_2,2
xnor2_1,5
o21a_1,2
clkbuf_8,4
dlxtn_1,10
o21ai_2,2
a21o_1,5
o21ai_0,16
a211o_1,2
a21oi_1,17
nand3b_1,3
a31oi_1,2
nor3_1,6
fa_1,5
nand2_1,24
a2111oi_0,2
o21bai_1,2
nor2b_1,7
nand4_1,3
clkdlybuf4s50_1,42
and3_1,4
dfrtp_1,2
nor2_1,31
inv_2,2
o32ai_1,3
or2_2,7
a22o_1,5
No activity file was given, so power comes from the tool's default toggle rates.
